### ./config.mk
export PLATFORM = sky130hd
export DESIGN_NAME = top
export DESIGN_NICKNAME = top
export VERILOG_FILES = /design/flow/design.v
export SDC_FILE = /design/flow/constraint.sdc
export NUM_CORES = 4
export LEC_CHECK = 1
export CORE_UTILIZATION = 40
### ./constraint.sdc
current_design top

set clk_period 4.7
set clk_io_pct 0.2

create_clock -name clk0 -period $clk_period [get_ports {clk}]

set non_clock_inputs [all_inputs -no_clocks]
set_input_delay [expr $clk_period * $clk_io_pct] -clock clk0 $non_clock_inputs
set_output_delay [expr $clk_period * $clk_io_pct] -clock clk0 [all_outputs]
### ./design.v
`timescale 1ns / 1ps
module clock(clk,con,ih,im,h,m,s);
input clk,con,ih,im;
output reg [4:0]h=0;
output reg [5:0]m=0,s=0;
always@(posedge clk)
begin
if(con && ih)
begin
if(h==23)
h<=0;
else
h<=h+1;
end
if(con && im)
begin
if(m==59)
m<=0;
else
m<=m+1;
end
if(s==59)
begin
s<=0;
if(m==59)
begin
m<=0;
if(h==23)
h<=0;
else
h<=h+1;
end
else
m<=m+1;
end
else
s<=s+1;
end
endmodule
module alarm(clk,ala,ih,im,h,m);
input ala,ih,im,clk;
output reg [4:0]h=0;
output reg [5:0]m=0;
always@(posedge clk)
begin
if(ala && ih)
begin
if(h==23)
h<=0;
else
h<=h+1;
end
else
h<=h;
end
always@(posedge clk)
begin
if(ala && im)
begin
if(m==60)
m<=0;
else
m<=m+1;
end
else
m<=m;
end
endmodule
module convert(clk,con,ih,im,ala,ala_con,ah,am,hr,min,sec,light);
input clk,con,ih,im,ah,am,ala;
output reg [4:0]hr;
output reg [5:0]min,sec;
output reg light=0;
input ala_con;
wire [4:0]h1,h2;
wire [5:0]m1,m2,s1;
clock con1(clk,con,ih,im,h1,m1,s1);
alarm con2(clk,ala,ah,am,h2,m2);
always@(*)
begin
light=0;
if(h2==h1 && m2==m1)
begin
if(ala_con)
light<=1;
end
if(ala)
begin
hr<=h2;
min<=m2;
sec<=s1;
end
else
begin
hr<=h1;
min<=m1;
sec<=s1;
end
end
endmodule
module refresh_counter(clk,out);
input clk;
output reg [2:0]out=0;
always@(posedge clk)
begin
if(out==5)
out<=0;
else
out<=out+1;
end
endmodule
module clock_divider(clk,nclk,seg_clk);
input clk;
output reg nclk=0;
output seg_clk;
reg [31:0]count,val;
always@(posedge clk)
begin
if(count==50000000)
begin
count<=0;
nclk<=~nclk;
end
else
count<=count+1;
end
always@(posedge clk)
begin
if(val==32'hFFFFFFFF)
val<=0;
else
val<=val+1;
end
assign seg_clk=val[16];
endmodule
module display(clk,con,ih,im,ala,ala_con,ah,am,an,light,seg);
input clk,con,ih,im,ala,ala_con,ah,am;
output reg[7:0]an=8'b11111111;
output reg [6:0]seg=7'b1111111;
output light;
wire nclk,seg_clk;
wire [2:0]out;
wire [4:0]hr;
wire [5:0]min,sec;
reg [3:0]bcd=0;
clock_divider m1(clk,nclk,seg_clk);
refresh_counter m2(seg_clk,out);
convert m3(nclk,con,ih,im,ala,ala_con,ah,am,hr,min,sec,light);
always@(out,hr,min,sec)
begin
case(out)
0:begin
bcd<=hr/10;
an<=8'b01111111;
end
1:begin
bcd<=hr%10;
an<=8'b10111111;
end
2:begin
bcd<=min/10;
an<=8'b11101111;
end
3:begin
bcd<=min%10;
an<=8'b11110111;
end
4:begin
bcd<=sec/10;
an<=8'b11111101;
end
5:begin
bcd<=sec%10;
an<=8'b11111110;
end
default:begin
bcd<=8;
an<=8'b11111110;
end
endcase
case(bcd)
0:seg<=7'b1000000;
1:seg<=7'b1111001;
2:seg<=7'b0100100;
3:seg<=7'b0110000;
4:seg<=7'b0011001;
5:seg<=7'b0010010;
6:seg<=7'b0000010;
7:seg<=7'b1111000;
8:seg<=7'b0000000;
9:seg<=7'b0010000;
default:seg<=7'b0111111;
endcase
end
endmodule
module top(clk,btnU,btnD,btnL,btnR,sw,an,seg,led);
input [2:0]sw;
input clk,btnU,btnD,btnL,btnR;
output [7:0]an;
output [6:0]seg;
output led;
display tp1(clk,sw[0],btnL,btnR,sw[1],sw[2],btnU,btnD,an,led,seg);
endmodule
### ./run.sh
#!/bin/bash
# OpenROAD 26Q1-2900-gdf79404cd8, Yosys 0.63+post, stock flow scripts
make -C /OpenROAD-flow-scripts/flow DESIGN_CONFIG=/design/flow/config.mk WORK_HOME=/design/flow/orfs finish
==> flow_summary_export.csv <==
group,metric,value,unit
run_status,status,"finished, violations left",
run_status,violations,"setup timing",
die,die_x,121.4,um
global_route,antenna_found_initial,0,
routing,routedWlPerCell,13.12,um
placed_design,place.gp.congestion,0.8933,
routing,drt-initial-drc-count,258,
worst_setup_path,slowest_delay,0.40,ns
finish,nFillCells,1254,
worst_setup_path,critical_path_buf_inv_count,6,
finish,area_growth,23.60,%
min_path,worstHoldPathCells,1,
global_route,grt.total_usage,17.02,%
timing,fmax,184.2,MHz
flow_run,drv_cap,0,
worst_setup_path,crit_path_start_kind,"input pin",
synthesis,synth-warning-count,6,
synthesis,syn_avg_cell_area,8.682,um^2
synthesis,synth_area,5704,um^2
worst_setup_path,cp_common_cell,"ha_4",
routing,drtAntennaViolNets,0,
clocking,clk_path_buf_depth,2,
timing,worst_pin_slew,0.8785,ns
global_route,grt_pass1_vias,4529,
placed_design,port-buffer-count,21,
die,coreArea,13880,um^2
routing,drc,0,
die,die_h,121.4,um
die,dieArea,14740,um^2
finish,fin_util,50.79,%
routing,diodes,0,
power_and_ir_drop,ir_worst_vdd,0.2210,mV
worst_setup_path,cp.depth,22,
clocking,cts_tree,"yes",
clocking,clock_latency,0.32,ns
power_and_ir_drop,power,1.199,mW
clocking,numCtsBuffers,9,
timing,unconstrained_endpoints,54,
timing,setup_violations,7,
routing,routed-via-count,4833,
timing,unclocked_regs,31,
timing,timing.final.ws_setup,-0.7286,ns
synthesis,synthCells,657,
power_and_ir_drop,p_per_area,170.1,nW/um^2
clocking,cts.htree.levels,3,
synthesis,yosys-stat-area,5704,um^2
synthesis,synth-cells-yosys,657,
timing,slew_viol_final,0,
timing,hold_viol,0,
worst_setup_path,cp.required,3.76,ns
synthesis,ff_type,"dfxtp_1",
routing,avgViaCountPerCell,5.270,
timing,rsz0062_at_grt,"true",
worst_setup_path,slowest_stage,"or3_4",
synthesis,edf_count,18,
finish,finalNonFillerCells,917,
clocking,cts_hold_buf,0,
min_path,hp-class,"reg2reg",
synthesis,yosys.stat.seqShare,36.85,%
power_and_ir_drop,power_leakage,2.717,nW
worst_setup_path,crit_family,"simple AND/OR/NAND/NOR gates",
synthesis,async_flop_share,0,%
routing,dr.pass1.iters,4,
clocking,clkTransAtPathRegs,0.05,ns
worst_setup_path,worst_setup_path_end_kind,"output pin",
timing,tns,-4.559,ns
placed_design,place_inst,886,
global_route,grt_max_degree,30,
worst_setup_path,crit_type,"in2out",
flow_run,warnings,39,
synthesis,synthDistinctLibCells,72,
clocking,clockRootBuffer,"clkbuf_16",
timing,clock_skew,0.005385,ns
finish,drive_gt1_share,19.27,%
worst_setup_path,cp_cell_sequence,"buf_8 > mux2_4 > o211ai_1 > buf_4 > nand2_4 > ha_4 > or3_4 > ha_4 > nor2b_4 > o41ai_4 > a21oi_2 > or2_4 > mux2i_1 > or3_4 > a31oi_4 > buf_6 > buf_6 > ha_4 > inv_2 > mux2i_1 > a21oi_1 > buf_2",
finish,lay_top_count,"dfxtp_1",
finish,layout_top_cells,"dfxtp_1, nor2_1, buf_4, nand2_1, xnor2_1",
die,rows,43,
timing,finalCritPeriodShare,115.5,%
die,initial_core_util,41.09,%
timing,min_period,5.429,ns
routing,drt-total-wl,12.03,mm
worst_setup_path,critPathMaxFanout,4,
global_route,grt_overflow_total,0,
die,ios,24,
worst_setup_path,r2r_cells,8,
synthesis,synth_flops,96,
worst_setup_path,arrival,4.49,ns
timing,whs,0.4596,ns
placed_design,dp_hpwl,8.741,mm
timing,slew_headroom,41.43,%
global_route,grt_pass1_wl,20.36,mm
## repair_timing
item                                    CTS  global route
gates cloned                              1             0
endpoints found under the setup margin    7             7
pin swaps                                28            19
gates resized                            53            18
buffers inserted                         12             5
## through the flow
step / setup WS (ns) / instance area (um^2)
2_1_floorplan: -0.5397 / 5757
3_3_place_gp: -1.373 / 6480
3_5_place_dp: -1.451 / 6480
4_1_cts: -0.6613 / 6939
5_1_grt: -0.9096 / 7051
6_report: -0.7286 / 7051
## sequential cells by signal (all words and copies together) (netlist names)
signal,cells
tp1.m1.count,32
tp1.m1.nclk,1
tp1.m1.val,32
tp1.m2.out,3
tp1.m3.con1.h,5
tp1.m3.con1.m,6
tp1.m3.con1.s,6
tp1.m3.con2.h,5
tp1.m3.con2.m,6
## worst register-to-register path, delay by kind of cell (launching register included)
kind,cells,cell delay [ns]
DFF,1,0.38
and+or+nand+nor,6,1.45
buffers and inverters,2,0.39
## power breakdown
part,internal [mW],total [mW],leakage [nW],switching (mW)
sequential,0.556,0.556,0.798,0
combinational,0.0237,0.0435,1.78,0.0198
clock,0.393,0.600,0.135,0.207
total,0.972,1.20,2.72,0.227
## routing by layer
layer / vias up / global-route usage [%] / wire length, um
li1: 2480 / - / -
met1: 2270 / 25.74 / 6031
met2: 61 / 27.56 / 5509
met3: 22 / 1.296 / 268
met4: 0 / 3.009 / 223
met5: - / 0 / 0
## cell usage after synthesis, types with 3 or more instances
master	n	area, um^2
dfxtp_1	78	1562
nor2_1	74	277.8
nand2_1	53	198.9
xnor2_1	52	455.4
nand3_1	45	225.2
ha_1	26	325.3
inv_1	26	97.59
xor2_1	25	219.0
a21oi_1	23	115.1
o21ai_0	23	115.1
clkbuf_1	22	82.58
nand4_1	22	137.6
edfxtp_1	18	540.5
mux2i_1	14	140.1
and3_1	12	75.07
nor2b_1	10	62.56
nor3_1	10	50.05
o211ai_1	9	67.56
a22oi_1	7	52.55
and4_1	5	43.79
a21boi_0	4	30.03
a21o_1	4	30.03
a22o_1	4	35.03
and2_1	4	25.02
nand2b_1	4	25.02
nor4_1	4	25.02
o21bai_1	4	30.03
o22ai_1	4	25.02
a2bb2oi_1	3	26.28
mux2_2	3	33.78
nand4b_1	3	26.28
o211a_1	3	30.03
o31ai_1	3	22.52
or2_2	3	18.77
or3_1	3	18.77
## path summary, 6_finish.rpt
kind / start / endpoint / slack, ns
setup / recovery: sw[1] / seg[5] / -0.73
hold / removal: tp1.m1.val[12]$_SDFF_PN0_ / tp1.m1.val[12]$_SDFF_PN0_ / 0.46
setup reg to reg: tp1.m1.val[4]$_SDFF_PN0_ / tp1.m1.val[3]$_SDFF_PN0_ / 2.36
hold reg to reg: tp1.m1.val[12]$_SDFF_PN0_ / tp1.m1.val[12]$_SDFF_PN0_ / 0.46
## logic make-up after synthesis
kind of cell | Yosys count | synth area share, %
AND/OR/NAND/NOR | 264 | 23.12
flip-flops | 96 | 36.85
adder cells (fa/ha/maj) | 26 | 5.703
XOR/XNOR | 77 | 11.82
buffers and inverters | 55 | 3.926
AND-OR/OR-AND | 120 | 15.20
multiplexers | 18 | 3.312
other | 1 | 0.06574
## layout make-up
type / count / area [um^2] / area share [%]
well taps: 180 / 225.2 / 3.194
multi-input cells: 507 / 3603 / 51.11
repair buffers: 93 / 744.5 / 10.56
flip-flops and latches: 96 / 2102 / 29.81
clock buffers: 14 / 274.0 / 3.886
inverters: 27 / 101.3 / 1.437
Power figures rest on the tool's default switching activity, not on a simulated workload.
